`config.mk`:
```
export PLATFORM = sky130hd
export DESIGN_NAME = main
export DESIGN_NICKNAME = main
export VERILOG_FILES = /design/flow/design.v
export SDC_FILE = /design/flow/constraint.sdc
export NUM_CORES = 4
export LEC_CHECK = 1
export CORE_UTILIZATION = 30
```
`constraint.sdc`:
```
current_design main

set clk_period 2.4
set clk_io_pct 0.2

create_clock -name clk0 -period $clk_period [get_ports {sys_clk}]

set non_clock_inputs [all_inputs -no_clocks]
set_input_delay [expr $clk_period * $clk_io_pct] -clock clk0 $non_clock_inputs
set_output_delay [expr $clk_period * $clk_io_pct] -clock clk0 [all_outputs]
```
`design.v`:
```
module main#(
  parameter CLOCK_HZ = 27_000_000
) (
  input sys_clk,
  input rst_n_raw,
  input sw2_n_raw,
  output [5:0] onboard_led
);
logic rst_n;
logic [15:0] lfsr;
logic lfsr0;
logic [$clog2(CLOCK_HZ / 100)-1:0] sw_tim;
logic sw2_prev, sw2_n, sw2;
assign sw2 = ~sw2_n;
always @(posedge sys_clk) begin
  rst_n <= rst_n_raw;
  sw2_n <= sw2_n_raw;
end
assign lfsr0 = lfsr[15] ^ lfsr[13] ^ lfsr[12] ^ lfsr[10];
assign onboard_led = lfsr[5:0];
always @(posedge sys_clk, negedge rst_n) begin
  if (~rst_n)
    lfsr <= 16'hCAFE;
  else if (sw_tim == 0 & ~sw2_prev & sw2)
    lfsr <= {lfsr[14:0], lfsr0};
end
always @(posedge sys_clk, negedge rst_n) begin
  if (~rst_n)
    sw_tim <= 0;
  else
    sw_tim <= sw_tim + 1'd1;
end
always @(posedge sys_clk, negedge rst_n) begin
  if (~rst_n)
    sw2_prev <= 0;
  else if (sw_tim == 0)
    sw2_prev <= sw2;
end
endmodule
```
`run.sh`:
```
#!/bin/bash
# OpenROAD 26Q1-2900-gdf79404cd8, Yosys 0.63+post, stock flow scripts
make -C /OpenROAD-flow-scripts/flow DESIGN_CONFIG=/design/flow/config.mk WORK_HOME=/design/flow/orfs finish
```
==> run summary <==
Outcome: completed
Post-synth cell types: 22
Peak supply drop: 0.534 mV
YS chip area: 1630 µm²
Setup Buffers After CTS: 0
Post_cts resized: 0
R2R cell count: 5
DRC viols: 0
Worst Hold Class: flip-flop to asynchronous set/reset pin
Area growth syn-to-layout: 16.5%
H-tree depth: 2
Max Clk Rate: 520 MHz
Fill count: 479
Worst EP arrival: 2.10 ns
Kind of critical path: flip-flop to flip-flop
Total tool warning count: 26
Worst Path Required: 2.58 ns
RSZ-0062 raised after global routing: no
CP Max Fanout: 16
Crit Reg-Reg Endpoint: lfsr[12]$_DFFE_PN0P_
Cell Area, Synth: 1630 µm²
Setup TNS Final: 0 ns
Vias in the first global route: 906
Post-synth top area cell: dfrtp_1
Pin count of the biggest net entering global routing: 37
Crit path to: lfsr[12]$_DFFE_PN0P_
Core Area: 5170 µm²
GRT overflow: 0
Count leader, synth: dfrtp_1
Setup crit end kind: flip-flop
Detail Route Antenna Nets: 0
Max clock buf depth: 2
Beginning of the critical path: sw_tim[2]$_DFF_PN0_
Cts hold-fix bufs: 0
Post-placement cell area: 1750 µm²
P per Cell Area: 704 nW/µm²
Main flop type: dfrtp_1
Initial antenna violation count: 0
Ratio of cells with drive above 1 in the final layout: 0.308
Die Area: 5720 µm²
Fp_density: 0.314
Syn_area_per_cell: 13.3 µm²
Post-DP HPWL: 1600 µm
Worst skew pair latency: 0.29 ns
GPL Wtd Cong: 0.815
Final setup vio count: 0
Post-synth top cells: dfrtp_1, mux2_2, dfstp_2, xnor2_1
Final Hold Viols: 0
Hold Slack: 0.259 ns
Clock Pin Slew Worst Setup and Hold Paths: 0.08 ns
Chip height: 75.6 µm
Final min period: 1.92 ns
GRT Overall Usage: 0.100
Tightest Pin Transition: 0.597 ns
Drt pass-1 iters: 4
CP Launch Type: flip-flop
Clock sink count: 38
Clock Skews: 0.00471 ns
Static leakage: 0.873 nW
YS warnings: 1
Synth Instances: 122
1st-iter DRT viols: 50
Final instance area: 1900 µm²
WL final: 2450 µm
Slew headroom: 0.599
Yosys cell count: 122
Non-Filler Instances: 203
EDFF count, synth: 0
R2R setup slack: 0.48 ns
Synth Seq Share: 0.587
Fin. max-slew vios: 0
CTS tree: done
DIE WIDTH: 75.6 µm
Port Buf Inserts: 8
DP Cell Count: 195
Ys flops: 38
# IOs: 9
Clk root buf: clkbuf_8
Via count: 907
R2R Path Start: sw_tim[2]$_DFF_PN0_
Antenna cell count: 0
Final Util: 0.366
Final period util: 0.801
Ys async rst share: 0.947
Drt via density: 4.47
First-pass GRT wire length: 4280 µm
DR WL/cell: 12.1 µm
Cell row count: 26
Max_cap viols: 0
Top cells, area: dfrtp_1, dfstp_2, mux2_2
Area leader share: 0.385
Num CTS Buffers: 5
state kept, by name (all words and copies together), names as in the netlist:
signal	cells
sw_tim	19
lfsr	16
rst_n	1
sw2_n	1
sw2_prev	1
cells in the final DEF, fill, tap and decap left out, drive strengths merged, types with 6 or more instances in the layout:
master	n
clkdlybuf4s50	8
nor4	6
dfstp	11
nand3	9
mux2	16
clkbuf	6
xnor2	11
dfrtp	25
xor2	9
worst min path at each step:
stage                  from                   end  slack, ns  depth (start not counted)
global route  rst_n$_DFF_P_   lfsr[0]$_DFFE_PN0P_       0.32                          1
finish        rst_n$_DFF_P_  lfsr[13]$_DFFE_PN0P_       0.26                          1
CTS           rst_n$_DFF_P_   sw_tim[8]$_DFF_PN0_       0.28                          1
cell type report:
type                    instances  area, µm²  share of cell area
clock buffers                   6       82.6              0.0436
well taps                      70       87.6              0.0462
clock inverters                 2       60.1              0.0317
flip-flops and latches         38        955               0.504
repair buffers                 10       95.1              0.0502
inverters                       3       11.3             0.00594
multi-input cells              74        604               0.319
per-stage QoR:
stage          power, mW  setup slack, ns
4_1_cts             1.34            0.463
5_1_grt             1.37            0.324
3_3_place_gp       0.674            0.519
3_5_place_dp       0.674            0.480
6_report            1.33            0.477
2_1_floorplan      0.666            0.452
worst max-delay path, stage by stage, from the launching register on:
cell and delay, ns:
dfrtp_1 0.45, nor4_2 0.32, nand4b_2 0.19, nor4_4 0.22, buf_4 0.26, mux2_2 0.36
power breakdown:
group	leakage, nW	switching [mW]	internal, mW	total, mW
clock network	0.0714	0.230	0.443	0.673
registers	0.454	0.00213	0.643	0.645
logic	0.347	0.0116	0.00446	0.0161
total	0.873	0.243	1.09	1.33
metal layers:
metal | wire [µm] | share of wire | vias to the layer above | track usage
met3 | 83 | 0.034 | 8 | 0.0241
met5 | 0 | 0 | - | 0
met4 | 48 | 0.020 | 0 | 0.0165
met2 | 1120 | 0.46 | 16 | 0.152
li1 | - | - | 440 | -
met1 | 1190 | 0.49 | 443 | 0.155
kinds of logic after synthesis:
logic type,Yosys count,synth area share
flops,38,0.587
compound gates,2,0.00769
xor+xnor,20,0.108
fa+ha+maj,2,0.0154
mux,16,0.111
buf+inv,10,0.0415
simple gates,34,0.130
Power figures rest on the tool's default switching activity, not on a simulated workload.
